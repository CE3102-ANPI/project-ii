## ./design.v

```verilog
module putToken
  (
	input logic clk, reset,start,
	input logic [1:0] tokID, 
	output logic [4:0] address,
	output logic [9:0] bus_data_o,
	output logic busy
  );
	typedef enum logic [1:0] {S0, S1, S2,S3} statetype;
	statetype state, nextstate;
	always_ff @(posedge clk, posedge reset)
		if (reset) state <= S3;
		else       state <= nextstate;
	always_comb begin 
		case (state)
			S3:	if (start) 
						nextstate=S0;
					else
						nextstate=S3;
			S0:	nextstate = S1;
			S1:	nextstate = S2;
			S2:	nextstate = S3;
		endcase
	end
	assign busy=(state!=S3);
	always_latch begin
		case (state) 
			S0:begin
				address=0;
				if (tokID ==2'b00) 
					begin
						bus_data_o=10'b0000000000;
					end
				else if (tokID ==2'b01) 
					begin
						bus_data_o=10'b0000100000;
					end
				else if (tokID ==2'b10) 
					begin
						bus_data_o=10'b0000000000;
					end
				else if (tokID ==2'b11) 
					begin               
						bus_data_o=10'b0000100000;
					end
				end
			S1:begin
				address=1;
				if (tokID ==2'b00) 
					begin
						bus_data_o=10'b0000110000;
					end
				else if (tokID ==2'b01) 
					begin
						bus_data_o=10'b0000100000;
					end
				else if (tokID ==2'b10) 
					begin
						bus_data_o=10'b0000100000;
					end
				else if (tokID ==2'b11) 
					begin
						bus_data_o=10'b0000110000;
					end
			end
			S2:begin
				address=2;
				if (tokID ==2'b00) 
					begin
						bus_data_o=10'b0000110000;
					end
				else if (tokID ==2'b01) 
					begin
						bus_data_o=10'b0000110000;
					end
				else if (tokID ==2'b10) 
					begin             
						bus_data_o=10'b0001110000;
					end
				else if (tokID ==2'b11) 
					begin
						bus_data_o=10'b0000010000;
					end
				end
		endcase
	end
endmodule 
```

## ./run.sh

```bash
#!/bin/bash
# OpenROAD 26Q1-2900-gdf79404cd8, Yosys 0.63+post, stock flow scripts
make -C /OpenROAD-flow-scripts/flow DESIGN_CONFIG=/design/flow/config.mk WORK_HOME=/design/flow/orfs finish
```

## ./config.mk

```make
export PLATFORM = sky130hd
export DESIGN_NAME = putToken
export DESIGN_NICKNAME = putToken
export VERILOG_FILES = /design/flow/design.v
export SDC_FILE = /design/flow/constraint.sdc
export NUM_CORES = 4
export LEC_CHECK = 1
export CORE_AREA = 10 10 70 70
export DIE_AREA = 0 0 80 80
```

## ./constraint.sdc

```tcl
current_design putToken

set clk_period 1.5
set clk_io_pct 0.2

create_clock -name clk0 -period $clk_period [get_ports {clk}]

set non_clock_inputs [all_inputs -no_clocks]
set_input_delay [expr $clk_period * $clk_io_pct] -clock clk0 $non_clock_inputs
set_output_delay [expr $clk_period * $clk_io_pct] -clock clk0 [all_outputs]
```

==> COMMIT_EDITMSG <==
Store results of the implementation flow

- Data arrives at the worst endpoint at 1100 ps.
* Number of port buffers: 10
* Inserted Clock Buffers: 3
* CP Launch Point: state[3]
- For this run, design rule violations remaining after detail routing come to 0.
* Most common cell in the netlist: buf_4
- Fraction of the core area occupied by cells at floorplan: 12.6%
- For reference, the clock transition at the flip-flops on the worst setup and hold paths is about 40 ps.
* Fraction of final layout cells sized beyond drive strength 1: 19.0%
* Design Area, Final: 589 um2
- STA lists the startpoint of the worst register-to-register path as state[2].
- Result of the run: finished, final reports clean
- The timing report gives the worst reg2reg path a setup slack of 710 ps.
- Post-synth the commonest register cell is dlxtn_1.
- In this run the deepest clock path goes through 2 buffers.
* Power per cell area: 498 nW/um2
- Internal power: 0.230 mW
* Clock power share: 50.0%
- The timer found 5 register pins that no clock reaches; their paths are not timed.
* Critical path data required time: 1200 ps
* N_diodes: 0
- Switching fraction of total power: approximately 22%
- Yosys Instances: about 44
- In this run the remaining antenna-violating nets after routing total 0.
* Avg Inst Size Synth: 9.81 um2
* Cell at the root of the clock tree: clkbuf_4
- Remaining Overflow, GRT: 0
- Total leakage power: 0.314 nW
- The number of global-route vias before repair was roughly 300.
* Number of maximum-capacitance constraint violations: 0
- In the setup report, the worst path falls into the class reg2out.
- Post-route fraction of the period consumed by the critical path: slightly above 90%
- The synthesized netlist has a Yosys-reported chip area of between 400 and 500 um2.
- In this run the core area contains 21 standard-cell rows.
- Critical Path End Type: output port
- The script extracted a net switching power of approximately 0.063 mW.
- Post-synthesis cell type count: 15
- The report puts the cell count of the worst reg-to-reg path at 2.
- Number of flops mapped to enable cells by yosys: 0
- The detailed router finished its first iteration with 8 violations.
* Worst-skew pair later-pin latency: 240 ps
- STA reports the tightest min-delay check as being of type in2async.
- Counting endpoints that fail hold in the final report gives 0.
- In the global route stage, overall resource usage came out at 2.28%.
* Total placed cells including tap cells: 99
* Portion of synthesized cell area occupied by the leading cell type: 17.4%
* Mapped cell area: 432 um2
- Htree depth: 1
- The worst setup path is launched from a flop.
- Entering global routing, the biggest net connects 7 pins.
* Top cells, area: buf_4, dfrtp_1, dlxtn_1
- Setup TNS after final layout: 0 ps
* Final slew viol count: 0
* Highest clock frequency the design can meet: 714 MHz
- In the final routed layout, each cell accounts on average for 7.54 um.
* Ports placed on the boundary: 21
- Post-Synthesis Cells: 44
- Die Wd: 80 um
* Most common library cells after synthesis: buf_4, inv_1, ha_1, dlxtn_1, dfrtp_1
- Number of endpoints failing setup at the final stage: 0
* Final Total Pwr: 0.293 mW
- The post-synth register bit count is 9.
- Along the worst path, the maximum fanout reaches 3.
* First-pass detailed-route iteration total: 2
- The synthesis report lists the Yosys warning total as 1.
- Across the VDD grid, the largest voltage drop is 0.0855 mV.
- Wire length of the first global-routing pass: 1240 um
- Final worst path period need: 1400 ps
- Placed wire-length estimate after detailed placement: between 700 and 800 um
- Fraction of registers with async set or reset after synthesis: 44.4%
- The flow reports that combinational logic draws approximately an eighth of the design power.
- Biggest area consumer among synthesized cells: buf_4
* Initial antenna violation count: 0
* CTS tree: built
- The flow measured a signed area growth from synthesis to layout of 36.5%.
- The capture point of the worst register-to-register path is recorded as state[0].
* Non-Filler Instances: 104
- In this run the tools logged warnings totalling 30.
* Worst clock skew: ~5.3 ps
- Vias after detailed routing: between 200 and 300
* Die Y: 80 um
* Number of unconstrained endpoints: 10
- Core footprint: approximately 3400 um2
- Final wirelength: 784 um
- The critical path ends at busy.
- The overall die size recorded for this design is approximately 6400 um2.
* Sequential cell fraction of total power: 38.0%
* Placed standard-cell area: roughly 560 um2
- Once layout is complete, the utilization of the core stands at 17.3%.
* Setup repair after global routing missed its margin: no
- The routed design shows a via density per instance of 2.68.
- Final estimated routing congestion in global placement: 0.616
flip-flops by register name, summed over array words and instances (netlist names):
register and cells:
address 2, bus_data_o 3, state 4
cell families after synthesis:
| group | count (synthesis) | share of synthesized area [%] |
|---|---|---|
| flip-flops | 4 | 23.5 |
| AND/OR/NAND/NOR | 4 | 6.67 |
| buffers and inverters | 20 | 26.1 |
| adder cells (fa/ha/maj) | 6 | 17.4 |
| AND-OR/OR-AND | 4 | 8.12 |
| latches | 5 | 17.4 |
| other | 1 | 0.869 |
power by group through the flow:
stage     combinational (mW)  clock (mW)  sequential, mW
6_report              0.0351       0.147           0.112
4_1_cts               0.0367       0.154           0.112
5_1_grt               0.0416       0.158           0.112
cell type report:
| class | count | area, um2 |
|---|---|---|
| tap | 46 | 57.6 |
| clock buffer | 4 | 26.3 |
| fill | 396 | 2830 |
| timing repair buffer | 13 | 123 |
| inverter | 8 | 30.0 |
| multi-input combinational | 24 | 176 |
| sequential | 9 | 176 |
per-stage QoR:
| step | setup WS (ps) | hold WS (ps) |
|---|---|---|
| after floorplan | 550 | 65.4 |
| after global placement | 104 | 395 |
| after detailed placement | 101 | 399 |
| after CTS | 13.1 | 241 |
| after global routing | 8.56 | 253 |
| final | 99.8 | 239 |
cells in the final DEF, fill, tap and decap left out, types with 2 or more instances in the layout:
master	count
a21o_2	2
buf_4	3
clkbuf_4	3
clkdlybuf4s50_1	9
conb_1	10
dfrtp_1	3
dlxtn_1	5
ha_1	6
inv_1	8
what timing repair did:
item / 4_1_cts / 5_1_grt
gates resized: 1 / 1
buffers inserted: 1 / 0
hold buffers: 0 / 0
cloned: 0 / 0
endpoints found under the setup margin: 1 / 1
pin swaps: 1 / 1
layer usage:
metal / wire length [um] / GRT usage [%] / vias to the layer above
met3: 49 / 0.227 / 4
met2: 372 / 3.61 / 15
met5: 0 / 0 / -
li1: - / - / 139
met1: 315 / 2.83 / 121
met4: 47 / 1.58 / 0
worst min path at each step:
stage / from / cells after the start / endpoint
after CTS: reset / 2 / state[3]
after global routing: reset / 2 / state[3]
final: reset / 2 / state[3]
worst max-delay path: stages (launching register included):
cell and delay [ps]:
dfrtp_1 380, nor3_2 220, inv_1 90, clkdlybuf4s15_1 180
Power figures rest on the tool's default switching activity, not on a simulated workload.
