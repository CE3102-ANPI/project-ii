<file path="design/flow/design.v">
module ram #(parameter ADDR_WIDTH = 6, 
             parameter DATA_WIDTH = 32)
(
	input logic clk_i, write_ena_i,
	input logic [ADDR_WIDTH-1:0] w_addr_i, r_addr_i,
	input logic [DATA_WIDTH-1:0] bus_data_i,
	output logic [DATA_WIDTH-1:0] bus_data_o
);
	logic [DATA_WIDTH-1:0] mem [2**ADDR_WIDTH-1:0];
	always_ff @(posedge clk_i)
		if(write_ena_i) mem[w_addr_i] <= bus_data_i;
	assign bus_data_o = mem[r_addr_i];
endmodule
</file>
<file path="design/flow/run.sh">
#!/bin/bash
# OpenROAD 26Q1-2900-gdf79404cd8, Yosys 0.63+post, stock flow scripts
make -C /OpenROAD-flow-scripts/flow DESIGN_CONFIG=/design/flow/config.mk WORK_HOME=/design/flow/orfs finish
</file>
<file path="design/flow/config.mk">
export PLATFORM = sky130hd
export DESIGN_NAME = ram
export DESIGN_NICKNAME = ram
export VERILOG_FILES = /design/flow/design.v
export SDC_FILE = /design/flow/constraint.sdc
export NUM_CORES = 4
export LEC_CHECK = 1
export CORE_UTILIZATION = 50
</file>
<file path="design/flow/constraint.sdc">
current_design ram

set clk_period 16.8
set clk_io_pct 0.2

create_clock -name clk0 -period $clk_period [get_ports {clk_i}]

set non_clock_inputs [all_inputs -no_clocks]
set_input_delay [expr $clk_period * $clk_io_pct] -clock clk0 $non_clock_inputs
set_output_delay [expr $clk_period * $clk_io_pct] -clock clk0 [all_outputs]
</file>
==> results.yml <==
# yosys + openroad results
outcome:
  outcome: "finished clean"
sta:
  fmax_mhz: 83.9
  setup_viol: 0
  setup_ws_ps: 4880
  tightest_slew_ps: 1320
  relSlewSlack: 0.118
  finalHoldViolCount: 0
  slew_violations: 0
  layout_min_cycle_time_ps: 11920
  fin_setup_tns_ps: 0
  period_used_share: 0.709
  rsz0062_at_grt: "false"
global_routing:
  grt_util_met1: 0.337
  grt-busiest-layer: "met2"
  grt_use_total: 0.295
  use_met3: 0.283
  grtUsageMet2: 0.408
  grt_pass1_vias: 40500
  grt_max_degree: 106
  antenna_found_initial: 12
  grt_overflow: 0
  grt_pass1_wl_um: 283000
placement:
  pre_cts_slack_ps: 4940
  dp_cells: 5380
  io_buffers: 77
  post-dp-hpwl_um: 106000
  gp_congestion: 0.936
clock_tree:
  cts_setup_buffers: 0
  cts_tree: "done"
  cts_sinks: 2048
  cts_made_buffers: 200
  clk_pin_slew_worst_paths_ps: 60
  clock-root-buffer: "clkbuf_16"
  htreeDepth: 4
  clockBufferDepth: 3
  ctsResizeCount: 0
  postCtsHoldBufs: 0
detailed_routing:
  ant_nets: 0
  routed_wl_um: 199000
  drtPass1Iterations: 24
  vias_per_cell: 6.26
  dr.first_iter.drc_count: 2128
  wire_per_inst_um: 34.5
  via_count: 36000
  drc: 0
synthesis:
  synth.largest_area_cell: "edfxtp_1"
  ys_seq_share: 0.790
  top_cell_area_share: 0.790
  ys_chip_area_um2: 77900
  ys_cells: 3292
  synth.avg_cell_area_um2: 23.7
  synthCells: 3292
  topCellsByArea: "edfxtp_1 79%, mux4_2 16%, mux2i_1 1.2%, o22ai_1 0.67%, nor2_1 0.66%"
  synth_cell_type_count: 33
  synth_area_um2: 77900
  synth_flops: 2048
  synth_warnings: 1
flow_run:
  maxCapViolCount: 0
  tool_warnings: 29
finish:
  regArea_um2: 61500
  final_common_cell: "edfxtp_1"
  nFillCells: 10600
  mostFrequentLayoutCells: "2048 x edfxtp_1, 544 x mux4_2, 201 x clkbuf_16, 145 x buf_4, 93 x mux2i_1"
  area_growth_pct: 13.3
  comb_area_um2: 16000
  reg.largest.list: "mem: 2048 flops"
  layout-drive-gt1-share: 0.289
  instances_no_fill: 5757
  top_register: "mem"
  largest_reg_flops: 2048
floorplan:
  core_um2: 154000
  ios: 78
  dieHeight_um: 397
  chip_area_um2: 157000
  initCoreUtil: 0.504
  die_x_um: 397
  rows: 144
power_and_ir_drop:
  power_leakage_nw: 27.3
  ir_worst_vdd_v: 0.0000930
  powerDensity_nw_per_um2: 120
setup_path:
  required_ps: 13440
  critPathCaptureType: "primary output"
  path_class: "input pin to primary output"
  cp.arrival_ps: 8560
  start_kind: "input pin"
  cp_max_fo: 68
min_path:
  hold_path_class: "input pin to flop"
==> worst paths after layout <==
check,end,cells after the start,from
max,bus_data_o[13],10,r_addr_i[0]
min,mem[20][26],1,bus_data_i[26]
==> cells by family after synthesis <==
family                 count (synthesis)  share of synthesized area
buffers and inverters                182                     0.0114
AND/OR/NAND/NOR                      223                     0.0128
multiplexers                         637                      0.169
flip-flops                          2048                      0.790
AND-OR/OR-AND                        202                     0.0169
==> area by class of cell <==
class / count / share of cell area
antenna: 7 / 0.000199
tap: 2044 / 0.0290
clock inverter: 118 / 0.0132
multi-input combinational: 1062 / 0.181
sequential: 2048 / 0.697
clock buffer: 252 / 0.0592
timing repair buffer: 226 / 0.0204
==> per-stage QoR <==
stage                     power [W]  area [µm²]  hold slack (ps)  utilization
after floorplan             0.00605       77900             3460            -
after global placement      0.00632       81800             3660        0.530
after detailed placement    0.00633       81800             3680        0.530
after CTS                    0.0106       88200             2800        0.571
after global routing         0.0109       88200             2840        0.571
final                        0.0106       88200             2860        0.571
==> critical path: stages <==
cell and delay [ps]:
buf_8 510, buf_4 660, buf_12 430, buf_4 680, mux4_2 590, mux4_2 490, o22ai_1 770, buf_4 250
nor2_1 100, clkdlybuf4s50_1 440
==> synthesized netlist by cell type <==
| cell | n |
|---|---|
| nand3b_1 | 5 |
| a41o_1 | 4 |
| and2_1 | 2 |
| or3b_1 | 2 |
| or3b_2 | 3 |
| mux2i_1 | 93 |
| a22oi_1 | 12 |
| a31oi_1 | 1 |
| or3_1 | 3 |
| nor3_1 | 7 |
| edfxtp_1 | 2048 |
| or2_0 | 1 |
| buf_4 | 25 |
| clkbuf_1 | 74 |
| nand2b_1 | 8 |
| o32ai_1 | 4 |
| nand4_1 | 2 |
| nand2_1 | 26 |
| a311oi_1 | 8 |
| or2_1 | 1 |
| buf_6 | 5 |
| buf_2 | 57 |
| nor2_1 | 137 |
| or2_2 | 1 |
| buf_1 | 21 |
| o22ai_1 | 84 |
| and3_1 | 4 |
| nand3_1 | 5 |
| mux4_2 | 544 |
| a21oi_1 | 62 |
| nand4b_1 | 1 |
| o221ai_1 | 27 |
| nor2b_1 | 15 |
==> power breakdown <==
part	switching [W]	internal [W]
registers	0.00000743	0.00566
logic	0.000354	0.000203
clock network	0.00185	0.00250
==> per-layer routing <==
metal | share of wire | wire, µm
met5 | 0.0060 | 1200
met3 | 0.22 | 44000
met1 | 0.28 | 55500
met4 | 0.026 | 5090
met2 | 0.47 | 92900
Power and IR drop assume default switching activity.
