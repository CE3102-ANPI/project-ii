==> design/flow/run.sh <==
#!/bin/bash
# OpenROAD 26Q1-2900-gdf79404cd8, Yosys 0.63+post, stock flow scripts
make -C /OpenROAD-flow-scripts/flow DESIGN_CONFIG=/design/flow/config.mk WORK_HOME=/design/flow/orfs finish
==> design/flow/config.mk <==
export PLATFORM = sky130hd
export DESIGN_NAME = counterwe
export DESIGN_NICKNAME = counterwe
export VERILOG_FILES = /design/flow/design.v
export SDC_FILE = /design/flow/constraint.sdc
export NUM_CORES = 4
export LEC_CHECK = 1
export CORE_AREA = 10 10 70 70
export DIE_AREA = 0 0 80 80
==> design/flow/constraint.sdc <==
current_design counterwe

set clk_period 2.4
set clk_io_pct 0.2

create_clock -name clk0 -period $clk_period [get_ports {clk_i}]

set non_clock_inputs [all_inputs -no_clocks]
set_input_delay [expr $clk_period * $clk_io_pct] -clock clk0 $non_clock_inputs
set_output_delay [expr $clk_period * $clk_io_pct] -clock clk0 [all_outputs]
==> design/flow/design.v <==
module counterwe #(parameter N = 8)
(
    input logic clk_i, rst_i,e,
    output logic [N-1:0] q_o
);
    always_ff @(posedge clk_i, posedge rst_i)
        if(rst_i) q_o <= 0;
        else if (e)  q_o <= q_o + 1;
		  else q_o=q_o;
endmodule
==> flow_metrics.tcl <==
# metrics dict for downstream scripts
set metrics [dict create \
    globalRoute.totalOverflow 0 \
    regArea_sq_um 200 \
    synth.yosys.chip_area_sq_um 345 \
    top_level_pins 11 \
    cts_tree "built" \
    finalCriticalPeriod_ns 1.67 \
    rows 21 \
    die_w_um 80 \
    final_design_area_no_fill_sq_um 526 \
    grt_first_pass_wirelength_um 1210 \
    first_global_vias 273 \
    antenna_violating_nets_left 0 \
    proportion_of_power_drawn_by_flip_flops_and_latches_pct 46.7 \
    timing.critical_path.buf_inv 1 \
    netlist_instances 27 \
    die_area_sq_um 6400 \
    timing.final.ws_setup_ns 0.732 \
    timing.critical_path.required_ns 1.92 \
    max_freq_mhz 600 \
    insertion_delay_ns 0.25 \
    max-vdd-ir-drop_uv 476 \
    reg_top3 "q_o: 8 flops" \
    track_usage_pct 2.47 \
    num_vias 254 \
    yosys-stat-cells 27 \
    detail_route.wirelength_um 751 \
    pre_cts_slack_ns 0.664 \
    cts-htree-levels 1 \
    largest_reg_flops 8 \
    drtPass1Iterations 1 \
    clock_sink_count 8 \
    floorplan.core_area_sq_um 3420 \
    cp_data_arrival_time_ns 1.19 \
    crit_path_max_fanout 5 \
    postCtsSetupRepairBufs 0 \
    hold_buffers 0 \
    post-route-period-util_pct 69.5 \
    synth-seq-area-share_pct 58.0 \
    netlist-cell-type-count 12 \
    drv_slew 0 \
    maximum_number_of_pins_on_one_net_before_global_route_repair 9 \
    dr_vias_cell 2.95 \
    switchingPower_uw 168 \
    initCoreUtil_pct 10.1 \
    hold_path.class "primary input to async pin" \
    final-comb-area_sq_um 141 \
    post_synth_instance_area_sq_um 345 \
    clk_pin_slew_ns 0.05 \
    final_common_cell "sky130_fd_sc_hd__clkdlybuf4s50_1" \
    avgSynthCellArea_sq_um 12.8 \
    post-place-cells 83 \
    crit-reg2reg-capture "q_o[1]$_DFFE_PP0P_" \
    endpoint_kind "output port" \
    drive_above_1_share_pct 15.0 \
    max_slew.worst_pin.slew_ns 0.305 \
    final_antenna_diode_count 0 \
    gp_congestion 0.756 \
    synthesis_stage_register_bit_count 8 \
    result_of_the_run "complete, no violations" \
    io_buffers 10 \
    r2r.worst_path.cells 2 \
    crit_chain "clkdlybuf4s50_1" \
    hpwlAfterDp_um 609 \
    power_report.internal_total_uw 396 \
    ys.warnings.count 1 \
    clock_skew_ns 0.000779 \
    remaining_drc_errors 0 \
    power.density_cell_area_nw_per_um2 1070 \
    timing.rr.start "q_o[0]$_DFFE_PP0P_" \
    registers.top_by_ff_count "q_o" \
    final_cells 86 \
    hold_ws_ns 0.477 \
    layout.cells.most_common_list "sky130_fd_sc_hd__clkdlybuf4s50_1, sky130_fd_sc_hd__dfrtp_1, sky130_fd_sc_hd__xnor2_1" \
    wl_per_cell_um 8.73 \
    warning_count 25 \
    timing.reg2reg.setup_slack_ns 1.30 \
    max_slew_margin_pct 79.6 \
    clock_power_share_pct 17.6 \
    dr.first_iter.drc_count 0 \
    setup_total_negative_slack_ns 0 \
    finalSetupViolCount 0 \
    synthToLayoutAreaGrowth_pct 52.2 \
    post_cts_resize_count 0 \
    slowest_stage "sky130_fd_sc_hd__clkdlybuf4s50_1" \
    nFillCells 396 \
    drv_cap 0 \
    timing.critical_path.max_delay_family "buffers and inverters" \
    crit_path_max_incr_delay_ns 0.52 \
    power_leakage_uw 0.000216 \
    cts.path.max_buffers 2 \
    placement.cell_area_sq_um 503 \
    initial_antenna_violation_count 0 \
    cts-root-buf "sky130_fd_sc_hd__clkbuf_4" \
    swShare_pct 29.7 \
    worst-setup-path-type "flip-flop to output port" \
    die.size.y_um 80 \
    start_kind "flip-flop" \
    rsz0062_at_grt "false" \
    pwr-share-comb_pct 35.7 \
    final-hold-violation-count 0 \
    cts-buffers-inserted 3 \
]
power groups by stage:
stage	clock [uW]	sequential [uW]	combinational [uW]
4_1_cts	106	265	209
5_1_grt	114	277	226
6_report	99.2	263	201
cells by family after synthesis:
| logic type | after synthesis | share of synthesized area (%) |
|---|---|---|
| xor+xnor | 7 | 17.8 |
| fa+ha+maj | 1 | 3.62 |
| buf+inv | 1 | 1.09 |
| flops | 8 | 58.0 |
| mux | 1 | 3.26 |
| simple gates | 9 | 16.3 |
worst max path at each step:
stage                               from      to  slack [ns]  cells after the start
final                 q_o[3]$_DFFE_PP0P_  q_o[3]        0.73                      1
after global routing  q_o[3]$_DFFE_PP0P_  q_o[3]        0.65                      1
after CTS             q_o[2]$_DFFE_PP0P_  q_o[2]        0.71                      1
metrics by stage:
step	total power, uW	util (%)
4_1_cts	580	15.4
3_5_place_dp	472	14.7
5_1_grt	617	15.4
2_1_floorplan	327	-
6_report	564	15.4
3_3_place_gp	468	14.7
layer usage:
metal	part of all wire [%]	track usage (%)	vias up
met5	0	0	-
met4	0	0.528	0
met3	13	2.05	0
met2	35	3.21	13
met1	52	3.03	117
li1	-	-	124
synth_stat cells, drive strengths merged:
cell   number  area (sq um)
mux2        1          11.3
nor3        1          10.0
inv         1          3.75
dfrtp       8           200
nor2        1          3.75
xnor2       4          35.0
ha          1          12.5
and3        1          6.26
nand4       3          25.0
xor2        3          26.3
nand2       3          11.3
cell type report:
| class | count | share of cell area (%) |
|---|---|---|
| clock buffer | 3 | 4.29 |
| inverter | 1 | 0.714 |
| multi-input combinational | 18 | 26.9 |
| sequential | 8 | 38.1 |
| tap | 46 | 11.0 |
| timing repair buffer | 10 | 19.0 |
Power and IR drop assume default switching activity.
